<file path="./run.sh">
#!/bin/bash
# OpenROAD 26Q1-2900-gdf79404cd8, Yosys 0.63+post, stock flow scripts
make -C /OpenROAD-flow-scripts/flow DESIGN_CONFIG=/design/flow/config.mk WORK_HOME=/design/flow/orfs finish
</file>
<file path="./config.mk">
export PLATFORM = sky130hd
export DESIGN_NAME = VGAMod
export DESIGN_NICKNAME = VGAMod
export VERILOG_FILES = /design/flow/design.v
export SDC_FILE = /design/flow/constraint.sdc
export NUM_CORES = 4
export LEC_CHECK = 1
export CORE_UTILIZATION = 50
</file>
<file path="./constraint.sdc">
current_design VGAMod

set clk_period 5.5
set clk_io_pct 0.2

create_clock -name clk0 -period $clk_period [get_ports {PixelClk}]

set non_clock_inputs [all_inputs -no_clocks]
set_input_delay [expr $clk_period * $clk_io_pct] -clock clk0 $non_clock_inputs
set_output_delay [expr $clk_period * $clk_io_pct] -clock clk0 [all_outputs]
</file>
<file path="./design.v">
module VGAMod
(
    input                   CLK,         
    input                   nRST,        
    input                   PixelClk,    
    output                  LCD_DE,      
    output                  LCD_HSYNC,   
    output                  LCD_VSYNC,   
    output          [4:0]   LCD_B,      
    output          [5:0]   LCD_G,      
    output          [4:0]   LCD_R       
);
    parameter       H_Pixel_Valid    = 16'd480;     
    parameter       H_FrontPorch     = 16'd50;      
    parameter       H_BackPorch      = 16'd30;      
    parameter       PixelForHS       = H_Pixel_Valid + H_FrontPorch + H_BackPorch;
    parameter       V_Pixel_Valid    = 16'd272;     
    parameter       V_FrontPorch     = 16'd20;      
    parameter       V_BackPorch      = 16'd5;       
    parameter       PixelForVS       = V_Pixel_Valid + V_FrontPorch + V_BackPorch;
    reg         [15:0]  H_PixelCount;     
    reg         [15:0]  V_PixelCount;     
    always @(posedge PixelClk or negedge nRST) begin
        if (!nRST) begin
            V_PixelCount      <=  16'b0;    
            H_PixelCount      <=  16'b0;
        end
        else if (H_PixelCount == PixelForHS) begin
            V_PixelCount      <=  V_PixelCount + 1'b1;
            H_PixelCount      <=  16'b0;
        end
        else if (V_PixelCount == PixelForVS) begin
            V_PixelCount      <=  16'b0;
            H_PixelCount      <=  16'b0;
        end
        else begin
            V_PixelCount      <=  V_PixelCount;
            H_PixelCount      <=  H_PixelCount + 1'b1;
        end
    end
    assign  LCD_HSYNC = H_PixelCount <= (PixelForHS-H_FrontPorch) ? 1'b0 : 1'b1;
    assign  LCD_VSYNC = V_PixelCount <= (PixelForVS-0) ? 1'b0 : 1'b1;
    assign  LCD_DE = (H_PixelCount >= H_BackPorch) && 
                     (H_PixelCount <= H_Pixel_Valid + H_BackPorch) &&
                     (V_PixelCount >= V_BackPorch) && 
                     (V_PixelCount <= V_Pixel_Valid + V_BackPorch);
    localparam    Colorbar_width = H_Pixel_Valid / 16;     
    wire          display_active = LCD_DE;                  
    wire [15:0]   active_pixel = H_PixelCount - H_BackPorch;   
    assign {LCD_R, LCD_G, LCD_B} = (!display_active) ? 16'b0 :
        (active_pixel < Colorbar_width * 2)  ? {5'h1F, 6'h00, 5'h00} :  
        (active_pixel < Colorbar_width * 4)  ? {5'h00, 6'h3F, 5'h00} :  
        (active_pixel < Colorbar_width * 6)  ? {5'h00, 6'h00, 5'h1F} :  
        (active_pixel < Colorbar_width * 8)  ? {5'h1F, 6'h3F, 5'h00} :  
        (active_pixel < Colorbar_width * 10) ? {5'h1F, 6'h00, 5'h1F} :  
        (active_pixel < Colorbar_width * 12) ? {5'h00, 6'h3F, 5'h1F} :  
        (active_pixel < Colorbar_width * 14) ? {5'h1F, 6'h3F, 5'h1F} :  
                                              {5'h10, 6'h20, 5'h10};     
endmodule
</file>
==> metrics.json <==
{
  "cts_hold_buf": {"value": 0},
  "cts-root-buf": {"value": "clkbuf_8"},
  "netsw": {"value": 0.0000968, "unit": "W"},
  "track_usage": {"value": 0.224},
  "synth_xor_xnor_area_share": {"value": 0.109},
  "yosysUniqueCellTypes": {"value": 60},
  "clkLatencyLatePin": {"value": 290, "unit": "ps"},
  "worstReg2RegEnd": {"value": "V_PixelCount[5]"},
  "detail_route.first_pass.iterations": {"value": 4},
  "cts_htree_levels": {"value": 2},
  "clockPowerShare": {"value": 0.484},
  "tritoncts": {"value": "yes"},
  "log.warning_count": {"value": 30},
  "end_kind": {"value": "primary output"},
  "fillers": {"value": 437},
  "design.portCount": {"value": 22},
  "outcome": {"value": "finished, final reports clean"},
  "power": {"value": 0.000467, "unit": "W"},
  "ys_sh_mux": {"value": 0},
  "cells_in_synth_stat_txt": {"value": 285},
  "global_route.overflow_total": {"value": 0},
  "worst_voltage_drop_across_the_vdd_grid": {"value": 132, "unit": "uV"},
  "drt-met1-wl": {"value": 2530, "unit": "um"},
  "timing.hold.worst_endpoint": {"value": "V_PixelCount[15]"},
  "hold_viol": {"value": 0},
  "design.die.area": {"value": 0.00525, "unit": "sq mm"},
  "synth_largest_type_area_fraction": {"value": 0.322},
  "critical_path.max_fanout": {"value": 15},
  "post_synthesis_sequential_area_ratio": {"value": 0.322},
  "fp.dieW": {"value": 72.5, "unit": "um"},
  "worstPathArrival": {"value": 3600, "unit": "ps"},
  "area_reported_by_yosys_stat": {"value": 0.00248, "unit": "sq mm"},
  "met3RoutedLength": {"value": 157, "unit": "um"},
  "detail_route.vias_per_cell": {"value": 5.61},
  "clock-sinks": {"value": 32},
  "placeableCoreArea": {"value": 0.00475, "unit": "sq mm"},
  "port-buffer-count": {"value": 20},
  "async_flop_share": {"value": 1.00},
  "holdPathStages": {"value": 1},
  "vias": {"value": 2004},
  "power_per_cell_area": {"value": 170, "unit": "mW/mm^2"},
  "grt_pass1_vias": {"value": 1852},
  "compound_area_frac": {"value": 0.165},
  "antenna_cells_inserted": {"value": 0},
  "drive_above_1_share": {"value": 0.0897},
  "edff_count_synth": {"value": 0},
  "synthesis.area": {"value": 0.00248, "unit": "sq mm"},
  "drc": {"value": 0},
  "antenna_found_initial": {"value": 0},
  "skew": {"value": 2.45, "unit": "ps"},
  "grt_first_pass_wirelength": {"value": 8900, "unit": "um"},
  "min_path_type": {"value": "reg2reg"},
  "critical_path.startpoint_type": {"value": "flop"},
  "synth.cellmix.adderShare": {"value": 0.0353},
  "reg2reg_from": {"value": "H_PixelCount[11]"},
  "cts_resized": {"value": 0},
  "met2_length": {"value": 2480, "unit": "um"},
  "slew_headroom": {"value": 0.521},
  "postRouteWirelength": {"value": 5230, "unit": "um"},
  "rows": {"value": 25},
  "min_period": {"value": 4700, "unit": "ps"},
  "p_int": {"value": 0.000370, "unit": "W"},
  "yosysTopAreaCell": {"value": "dfrtp_1"},
  "yosys_most_used_dff": {"value": "dfrtp_1"},
  "post-route-worst-setup-slack": {"value": 799, "unit": "ps"},
  "rrSetupSlack": {"value": 3100, "unit": "ps"},
  "top_cells_by_area": {"value": "dfrtp_1 (32%), xnor2_1 (6.7%), nor2_1 (4.8%)"},
  "initial_core_util": {"value": 0.522},
  "grt_max_degree": {"value": 33},
  "yosys_warnings": {"value": 1},
  "synth-seq-cells": {"value": 32},
  "setup_repair_bufs_after_cts": {"value": 0},
  "layout.cells.most_common_list": {"value": "dfrtp_1 (32), nor2_1 (32), nand2_1 (28)"},
  "globalplace.congestion": {"value": 0.860},
  "hpwl": {"value": 3690, "unit": "um"},
  "topCombFamilyByArea": {"value": "simple AND/OR/NAND/NOR gates"},
  "timing.reg2reg.worst_path_depth": {"value": 5},
  "setup_tns": {"value": 0, "unit": "ps"},
  "layout_worst_path_cycle_share": {"value": 0.855},
  "path_clk_slew": {"value": 70, "unit": "ps"},
  "clock_tree.buffer_depth": {"value": 2},
  "power_switching_share": {"value": 0.207},
  "timing.setup.critical_path_class": {"value": "reg2out"},
  "avgRoutedWirePerCell": {"value": 14.6, "unit": "um"},
  "ant_nets": {"value": 0},
  "final-max-slew-violation-count": {"value": 0},
  "pwr-share-seq": {"value": 0.504},
  "timing.final.setup_violations": {"value": 0},
  "power_leakage": {"value": 1.15, "unit": "nW"},
  "crit_required": {"value": 4400, "unit": "ps"},
  "dp_worst_setup_slack": {"value": 1140, "unit": "ps"},
  "fp.dieH": {"value": 72.5, "unit": "um"},
  "max_freq": {"value": 213, "unit": "MHz"},
  "syn_area_per_cell": {"value": 8.71, "unit": "sq um"},
  "max_cap_viols": {"value": 0},
  "worst_hold_launch": {"value": "V_PixelCount[15]"},
  "power_frac_comb": {"value": 0.012},
  "rsz0062_at_grt": {"value": "false"},
  "areaGrowthSynthToFinish": {"value": 10.5, "unit": "%"},
  "post_synth_and_or_nand_nor_area_fraction": {"value": 0.297},
  "drt_first_iter_violations": {"value": 131},
  "clock_buffers_created_by_tritoncts": {"value": 5},
  "post_synth_inst_count": {"value": 285},
  "worst_slew_pin_slew": {"value": 719, "unit": "ps"},
  "top_layer_used": {"value": "met4"}
}
[sequential cells by signal, indices dropped and copies added (netlist names)]
signal and cells:
V_PixelCount 16, H_PixelCount 16
[area by class of cell]
| type | instances | area (sq um) | area share |
|---|---|---|---|
| sequential | 32 | 801 | 0.292 |
| timing repair buffer | 21 | 208 | 0.0757 |
| tap | 67 | 83.8 | 0.0305 |
| inverter | 9 | 33.8 | 0.0123 |
| clock inverter | 3 | 42.5 | 0.0155 |
| multi-input combinational | 220 | 1510 | 0.549 |
| clock buffer | 5 | 68.8 | 0.0251 |
[metal layers]
metal | vias up | GRT usage
met5 | - | 0
li1 | 1023 | -
met1 | 944 | 0.344
met3 | 8 | 0.0310
met2 | 29 | 0.360
met4 | 0 | 0.0218
[cell usage after synthesis, drive strengths merged, types with 6 or more instances]
cell	instances
o31ai	6
a21oi	9
nand3	12
nand2	28
dfrtp	32
ha	7
nor3	10
nand4	7
buf	19
o21ai	9
nor2	32
xnor2	19
and3	8
xor2	12
inv	9
[per-stage QoR]
step           std cells  cell area, sq um  hold slack, ps   util
3_3_place_gp         349              2630             466  0.554
2_1_floorplan        285              2480             447      -
3_5_place_dp         349              2630             466  0.554
4_1_cts              357              2750             479  0.577
6_report             357              2750             474  0.577
5_1_grt              357              2750             515  0.577
[logic make-up (layout without fill, tap and decap cells)]
logic type / after synthesis / after routing
xor gates and xnor gates: 31 / 31
buffers and inverters: 33 / 38
DFF: 32 / 32
adders and majority gates: 7 / 7
and+or+nand+nor: 130 / 130
AOI/OAI and AO/OA: 52 / 52
[worst max path at each step]
stage / start / to / slack, ps
6_report: H_PixelCount[2] / LCD_R[3] / 800
5_1_grt: H_PixelCount[2] / LCD_R[1] / 500
4_1_cts: H_PixelCount[2] / LCD_R[3] / 820
[power groups by stage]
| stage | logic (W) | registers (W) | clock network [W] |
|---|---|---|---|
| finish | 0.00000578 | 0.000235 | 0.000226 |
| global route | 0.00000709 | 0.000235 | 0.000241 |
| CTS | 0.00000628 | 0.000235 | 0.000230 |
[critical path: stages (launching register included)]
cell and delay [ps]:
dfrtp_1 580, ha_1 550, a311oi_2 200, xnor2_1 480, a31oi_1 90, a32oi_1 390, a21oi_1 150, nor3_1 340
clkdlybuf4s50_1 530
Power and IR drop assume default switching activity.
